`flow/config.mk`:
```
export PLATFORM = sky130hd
export DESIGN_NAME = Tramsmitter
export DESIGN_NICKNAME = Tramsmitter
export VERILOG_FILES = /design/flow/design.v
export SDC_FILE = /design/flow/constraint.sdc
export NUM_CORES = 4
export LEC_CHECK = 1
export CORE_UTILIZATION = 30
```
`flow/run.sh`:
```
#!/bin/bash
# OpenROAD 26Q1-2900-gdf79404cd8, Yosys 0.63+post, stock flow scripts
make -C /OpenROAD-flow-scripts/flow DESIGN_CONFIG=/design/flow/config.mk WORK_HOME=/design/flow/orfs finish
```
`flow/design.v`:
```
`timescale 1ns / 1ps
module Tramsmitter #(
    parameter PAM_LEVEL_LOG = 2,
    parameter HADAMARD = 4,
    parameter BIT_NUM = 4,
    parameter MIDLE_BITS = 6,  
    parameter OUT_BITS = HADAMARD * BIT_NUM,
    parameter INPUT_BITS = PAM_LEVEL_LOG * (HADAMARD-1)
    )
    (
    input clk,
    input resetn,
    input[INPUT_BITS-1:0] input_data,
    output reg[OUT_BITS-1:0] output_data,
    output reg ready
    );
    reg[PAM_LEVEL_LOG-1:0] data[HADAMARD-1:0];
    reg[3:0] cnt1;
    reg[3:0] cnt2;
    reg serial_in;
    integer i;
    always @(posedge clk) begin
        if(!resetn) begin
            for(i = 0; i < HADAMARD; i = i + 1)
                data[i] <= 0;
            cnt1 <= 0;
            cnt2 <= 0;
            ready <= 0;
            serial_in <= input_data[0];
        end else if(!ready) begin
            cnt1 <= cnt1 + 1;
            if((cnt1 == (PAM_LEVEL_LOG-1)) && (cnt2 == (HADAMARD-2)))
                serial_in <= 1'b0;
            else
                serial_in <= input_data[(cnt1 + cnt2 * PAM_LEVEL_LOG + 1)];
            if(PAM_LEVEL_LOG >= 2) begin
                data[cnt2] <= {serial_in, data[cnt2][PAM_LEVEL_LOG-1:1]};
            end else begin
                data[cnt2] <= serial_in;
            end
            ready <= 0;
            if(cnt1 == (PAM_LEVEL_LOG-1)) begin
                cnt1 <= 0;
                cnt2 <= cnt2 + 1;
                if(cnt2 == (HADAMARD-2)) begin
                    cnt2 <= 0;
                    ready <= 1;
                end
            end
        end
    end
    wire [MIDLE_BITS-1:0] offset[HADAMARD-1:0];
    assign offset[0] = 0;
    genvar j;
    for(j = 1; j < HADAMARD; j = j + 1) begin
        assign offset[j] = (HADAMARD >> 1);
    end
    reg [MIDLE_BITS-1:0] out_vec[HADAMARD-1:0];
    reg [MIDLE_BITS-1:0] min_vec;
    integer k;
    always @(*) begin
        if(HADAMARD == 2) begin
            out_vec[0] = (data[1] + data[0]) + offset[0];
            out_vec[1] = (data[1] - data[0]) + offset[1];
            min_vec = out_vec[0];
            for(k = 1; k < 2; k = k + 1) begin
                if($signed(min_vec) > $signed(out_vec[k]))
                    min_vec = out_vec[k];
            end
            out_vec[0] = out_vec[0] - min_vec;
            out_vec[1] = out_vec[1] - min_vec;
            output_data = {
                out_vec[0][BIT_NUM-1:0],
                out_vec[1][BIT_NUM-1:0]};
        end else if(HADAMARD == 4) begin
            out_vec[0] = (data[3] + data[2] + data[1] + data[0]) + offset[0];
            out_vec[1] = (data[3] - data[2] + data[1] - data[0]) + offset[1];
            out_vec[2] = (data[3] + data[2] - data[1] - data[0]) + offset[2];
            out_vec[3] = (data[3] - data[2] - data[1] + data[0]) + offset[3];
            min_vec = out_vec[0];
            for(k = 1; k < 4; k = k + 1) begin
                if($signed(min_vec) > $signed(out_vec[k]))
                    min_vec = out_vec[k];
            end
            out_vec[0] = out_vec[0] - min_vec;
            out_vec[1] = out_vec[1] - min_vec;
            out_vec[2] = out_vec[2] - min_vec;
            out_vec[3] = out_vec[3] - min_vec;
            output_data = {
                out_vec[0][BIT_NUM-1:0],
                out_vec[1][BIT_NUM-1:0],
                out_vec[2][BIT_NUM-1:0],
                out_vec[3][BIT_NUM-1:0]};
        end else if(HADAMARD == 8) begin
            out_vec[0] = (data[7] + data[6] + data[5] + data[4] +
                data[3] + data[2] + data[1] + data[0]) + offset[0];
            out_vec[1] = (data[7] - data[6] + data[5] - data[4] +
                data[3] - data[2] + data[1] - data[0]) + offset[1];
            out_vec[2] = (data[7] + data[6] - data[5] - data[4] +
                data[3] + data[2] - data[1] - data[0]) + offset[2];
            out_vec[3] = (data[7] - data[6] - data[5] + data[4] +
                data[3] - data[2] - data[1] + data[0]) + offset[3];
            out_vec[4] = (data[7] + data[6] + data[5] + data[4] -
                data[3] - data[2] - data[1] - data[0]) + offset[4];
            out_vec[5] = (data[7] - data[6] + data[5] - data[4] -
                data[3] + data[2] - data[1] + data[0]) + offset[5];
            out_vec[6] = (data[7] + data[6] - data[5] - data[4] -
                data[3] - data[2] + data[1] + data[0]) + offset[6];
            out_vec[7] = (data[7] - data[6] - data[5] + data[4] -
                data[3] + data[2] + data[1] - data[0]) + offset[7];
            min_vec = out_vec[0];
            for(k = 1; k < 8; k = k + 1) begin
                if($signed(min_vec) > $signed(out_vec[k]))
                    min_vec = out_vec[k];
            end
            out_vec[0] = out_vec[0] - min_vec;
            out_vec[1] = out_vec[1] - min_vec;
            out_vec[2] = out_vec[2] - min_vec;
            out_vec[3] = out_vec[3] - min_vec;
            out_vec[4] = out_vec[4] - min_vec;
            out_vec[5] = out_vec[5] - min_vec;
            out_vec[6] = out_vec[6] - min_vec;
            out_vec[7] = out_vec[7] - min_vec;
            output_data = {
                out_vec[0][BIT_NUM-1:0],
                out_vec[1][BIT_NUM-1:0],
                out_vec[2][BIT_NUM-1:0],
                out_vec[3][BIT_NUM-1:0],
                out_vec[4][BIT_NUM-1:0],
                out_vec[5][BIT_NUM-1:0],
                out_vec[6][BIT_NUM-1:0],
                out_vec[7][BIT_NUM-1:0]};
        end else if(HADAMARD == 16) begin
            out_vec[0] = (
                data[15] + data[14] + data[13] + data[12] +
                data[11] + data[10] + data[9] + data[8] +
                data[7] + data[6] + data[5] + data[4] +
                data[3] + data[2] + data[1] + data[0]) + offset[0];
            out_vec[1] = (
                data[15] - data[14] + data[13] - data[12] +
                data[11] - data[10] + data[9] - data[8] +
                data[7] - data[6] + data[5] - data[4] +
                data[3] - data[2] + data[1] - data[0]) + offset[1];
            out_vec[2] = (
                data[15] + data[14] - data[13] - data[12] +
                data[11] + data[10] - data[9] - data[8] +
                data[7] + data[6] - data[5] - data[4] +
                data[3] + data[2] - data[1] - data[0]) + offset[2];
            out_vec[3] = (
                data[15] - data[14] - data[13] + data[12] +
                data[11] - data[10] - data[9] + data[8] +
                data[7] - data[6] - data[5] + data[4] +
                data[3] - data[2] - data[1] + data[0]) + offset[3];
            out_vec[4] = (
                data[15] + data[14] + data[13] + data[12] -
                data[11] - data[10] - data[9] - data[8] +
                data[7] + data[6] + data[5] + data[4] -
                data[3] - data[2] - data[1] - data[0]) + offset[4];
            out_vec[5] = (
                data[15] - data[14] + data[13] - data[12] -
                data[11] + data[10] - data[9] + data[8] +
                data[7] - data[6] + data[5] - data[4] -
                data[3] + data[2] - data[1] + data[0]) + offset[5];
            out_vec[6] = (
                data[15] + data[14] - data[13] - data[12] -
                data[11] - data[10] + data[9] + data[8] +
                data[7] + data[6] - data[5] - data[4] -
                data[3] - data[2] + data[1] + data[0]) + offset[6];
            out_vec[7] = (
                data[15] - data[14] - data[13] + data[12] -
                data[11] + data[10] + data[9] - data[8] +
                data[7] - data[6] - data[5] + data[4] -
                data[3] + data[2] + data[1] - data[0]) + offset[7];
            out_vec[8] = (
                data[15] + data[14] + data[13] + data[12] +
                data[11] + data[10] + data[9] + data[8] -
                data[7] - data[6] - data[5] - data[4] -
                data[3] - data[2] - data[1] - data[0]) + offset[8];
            out_vec[9] = (
                data[15] - data[14] + data[13] - data[12] +
                data[11] - data[10] + data[9] - data[8] -
                data[7] + data[6] - data[5] + data[4] -
                data[3] + data[2] - data[1] + data[0]) + offset[9];
            out_vec[10] = (
                data[15] + data[14] - data[13] - data[12] +
                data[11] + data[10] - data[9] - data[8] -
                data[7] - data[6] + data[5] + data[4] -
                data[3] - data[2] + data[1] + data[0]) + offset[10];
            out_vec[11] = (
                data[15] - data[14] - data[13] + data[12] +
                data[11] - data[10] - data[9] + data[8] -
                data[7] + data[6] + data[5] - data[4] -
                data[3] + data[2] + data[1] - data[0]) + offset[11];
            out_vec[12] = (
                data[15] + data[14] + data[13] + data[12] -
                data[11] - data[10] - data[9] - data[8] -
                data[7] - data[6] - data[5] - data[4] +
                data[3] + data[2] + data[1] + data[0]) + offset[12];
            out_vec[13] = (
                data[15] - data[14] + data[13] - data[12] -
                data[11] + data[10] - data[9] + data[8] -
                data[7] + data[6] - data[5] + data[4] +
                data[3] - data[2] + data[1] - data[0]) + offset[13];
            out_vec[14] = (
                data[15] + data[14] - data[13] - data[12] -
                data[11] - data[10] + data[9] + data[8] -
                data[7] - data[6] + data[5] + data[4] +
                data[3] + data[2] - data[1] - data[0]) + offset[14];
            out_vec[15] = (
                data[15] - data[14] - data[13] + data[12] -
                data[11] + data[10] + data[9] - data[8] -
                data[7] + data[6] + data[5] - data[4] +
                data[3] - data[2] - data[1] + data[0]) + offset[15];
            min_vec = out_vec[0];
            for(k = 1; k < 16; k = k + 1) begin
                if($signed(min_vec) > $signed(out_vec[k]))
                    min_vec = out_vec[k];
            end
            out_vec[0] = out_vec[0] - min_vec;
            out_vec[1] = out_vec[1] - min_vec;
            out_vec[2] = out_vec[2] - min_vec;
            out_vec[3] = out_vec[3] - min_vec;
            out_vec[4] = out_vec[4] - min_vec;
            out_vec[5] = out_vec[5] - min_vec;
            out_vec[6] = out_vec[6] - min_vec;
            out_vec[7] = out_vec[7] - min_vec;
            out_vec[8] = out_vec[8] - min_vec;
            out_vec[9] = out_vec[9] - min_vec;
            out_vec[10] = out_vec[10] - min_vec;
            out_vec[11] = out_vec[11] - min_vec;
            out_vec[12] = out_vec[12] - min_vec;
            out_vec[13] = out_vec[13] - min_vec;
            out_vec[14] = out_vec[14] - min_vec;
            out_vec[15] = out_vec[15] - min_vec;
            output_data = {
                out_vec[0][BIT_NUM-1:0],
                out_vec[1][BIT_NUM-1:0],
                out_vec[2][BIT_NUM-1:0],
                out_vec[3][BIT_NUM-1:0],
                out_vec[4][BIT_NUM-1:0],
                out_vec[5][BIT_NUM-1:0],
                out_vec[6][BIT_NUM-1:0],
                out_vec[7][BIT_NUM-1:0],
                out_vec[8][BIT_NUM-1:0],
                out_vec[9][BIT_NUM-1:0],
                out_vec[10][BIT_NUM-1:0],
                out_vec[11][BIT_NUM-1:0],
                out_vec[12][BIT_NUM-1:0],
                out_vec[13][BIT_NUM-1:0],
                out_vec[14][BIT_NUM-1:0],
                out_vec[15][BIT_NUM-1:0]};
        end
    end
endmodule
```
`flow/constraint.sdc`:
```
current_design Tramsmitter

set clk_period 12.9
set clk_io_pct 0.2

create_clock -name clk0 -period $clk_period [get_ports {clk}]

set non_clock_inputs [all_inputs -no_clocks]
set_input_delay [expr $clk_period * $clk_io_pct] -clock clk0 $non_clock_inputs
set_output_delay [expr $clk_period * $clk_io_pct] -clock clk0 [all_outputs]
```
==> results.py <==
# Generated from Yosys and OpenROAD reports
metrics = {
    "die": {
        "dieArea_um2": 10500,
        "chipWidth_um": 103,
        "io_pins": 25,
        "fp-utilization": 0.310,
        "die_y_um": 103,
        "core_area_um2": 9770,
        "rows": 36,
    },
    "grt": {
        "grt_pass1_wl_um": 11300,
        "antenna_found_initial": 0,
        "grt_max_degree": 20,
        "first_global_vias": 2362,
        "track_usage": 0.139,
        "grt_overflow": 0,
    },
    "yosys": {
        "synth_top_area_share": 0.219,
        "yosys_warnings": 2,
        "ys_seq_share": 0.162,
        "netlist_instances": 359,
        "synth.area.top_cells": "ha_1 22%, fa_1 9.9%, edfxtp_1 8.9%, dfxtp_1 7.3%, inv_1 6.9%",
        "ys_cells": 359,
        "syn_area_um2": 3030,
        "synthArstFlopShare": 0,
        "top_cells_by_count": "56 x inv_1, 53 x ha_1, 23 x nand2_1, 23 x nor2_1, 18 x a21oi_1",
        "yosys_area_um2": 3030,
        "edf_count": 9,
        "synth.avg_cell_area_um2": 8.44,
        "ys.flop_type": "dfxtp_1",
        "synth-seq-cells": 20,
        "synth.distinct_cells": 58,
        "yosysTopAreaCell": "ha_1",
        "yosys.cell_count.top_type": "inv_1",
    },
    "routing": {
        "drcViolationCount": 0,
        "drtIter0Drc": 136,
        "ant_nets": 0,
        "num_vias": 2522,
        "num_antenna_cells": 0,
        "detail_route.wirelength_um": 6420,
        "drt-met1-wl_um": 3400,
        "top_layer_used": "met4",
        "firstDrtPassIters": 6,
        "routed_via_density": 4.92,
        "dr_wl_met2_um": 2670,
        "wire_per_inst_um": 12.5,
        "route.met3.wl_um": 281,
    },
    "critical_path": {
        "crit_type": "reg -> out",
        "worstPathArrival_ps": 9230,
        "cpMostUsedCell": "ha_1",
        "r2r_start": "cnt2[0]",
        "max_stage_delay_ps": 590,
        "crit_required_ps": 10320,
        "endpoint_kind": "output pin",
        "critPathLaunchType": "flop",
        "critPathMaxFanout": 19,
        "crit_path_top_delay_cell": "o21a_1",
        "setup.worst_path.start": "data[2][0]",
    },
    "clocking": {
        "clk_latency_ps": 250,
        "root_buffer": "clkbuf_8",
        "cts_setup_buffers": 0,
        "h-tree-depth": 1,
        "clk_pin_slew_ps": 70,
        "cts_buffers": 3,
        "cts_hold_buf": 0,
        "cts_buffer_depth": 2,
        "clock_sinks": 20,
        "cts.repair.resized": 0,
        "cts_tree": "done",
    },
    "sta": {
        "timing_hold_violations_final": 0,
        "setup_viol": 0,
        "finalSetupTns_ps": 0,
        "rsz0062_at_grt": "false",
        "setup_slack_ps": 1090,
        "fin_crit_sh": 0.916,
        "tightest_slew_ps": 606,
        "max_freq_mhz": 84.7,
        "fin_crit_ps": 11810,
        "fin_hold_ws_ps": 594,
        "max-slew-margin-rel": 0.592,
        "fin_worst_skew_ps": 1.19,
        "drv_slew": 0,
    },
    "finish": {
        "syn2layout_area_growth_pct": 13.9,
        "fillCellCount": 1001,
        "layout-drive-gt1-share": 0.0342,
    },
    "job": {
        "warning_count": 31,
        "maxCapViolCount": 0,
    },
    "placed_design": {
        "post-place-ws_ps": 1400,
        "io_buffer_count": 24,
        "gp_congestion": 0.931,
        "hpwlAfterDp_um": 5450,
    },
    "run_status": {
        "status": "finished clean",
    },
    "min_path": {
        "hold_path.class": "reg -> reg",
        "min_from": "cnt1[1]",
    },
}
## logic make-up (layout without fill, tap and decap cells)
family,after synthesis,after routing,share of synthesized area
compound gates,89,89,0.206
xor+xnor,17,17,0.0491
fa+ha+maj,68,68,0.318
buf+inv,64,85,0.0817
flops,20,20,0.162
mux,3,3,0.0186
simple gates,98,98,0.165
## critical path, delay by kind of cell, from the launching register on
kind / cells / cell delay [ps]
AOI/OAI and AO/OA: 13 / 3620
xor gates and xnor gates: 1 / 150
adders and majority gates: 11 / 3530
buffers and inverters: 4 / 670
DFF: 1 / 400
and+or+nand+nor: 4 / 600
## worst paths after layout
check	end	slack (ps)	cells past startpoint
worst max-delay path	output_data[7]	1090	33
worst min register to register	cnt1[1]	590	2
worst min-delay path	cnt1[1]	590	2
worst max register to register	serial_in	10880	5
## placed cells by master, fill, tap and decap left out, types with 3 or more instances in the layout
master	instances
a211o_1	3
edfxtp_1	9
xor2_1	5
nand3b_1	4
nor4_1	5
clkbuf_8	3
nand2_1	23
nor2b_1	9
nand2b_1	6
nand4_1	3
fa_1	15
nor3_1	4
and2_1	8
a21o_1	5
o31ai_1	3
o211ai_1	7
o21ai_0	17
a31oi_1	3
nand3_1	3
inv_1	56
ha_1	53
dfxtp_1	11
o21a_1	3
clkdlybuf4s50_1	24
xnor2_1	12
nor2_1	23
a211oi_1	4
a21oi_1	18
## per-stage QoR
stage               utilization  cells  area [um2]
floorplan                     -    359        3030
global placement          0.349    509        3410
detailed placement        0.349    509        3410
CTS                       0.353    513        3450
global route              0.353    513        3450
finish                    0.353    513        3450
## area by class of cell
| cell class | instances | area [um2] | share of cell area |
|---|---|---|---|
| clock buffers | 3 | 41.3 | 0.0120 |
| well taps | 133 | 166 | 0.0482 |
| clock inverters | 1 | 3.75 | 0.00109 |
| multi-input cells | 275 | 2290 | 0.664 |
| repair buffers | 25 | 248 | 0.0717 |
| inverters | 56 | 210 | 0.0609 |
| flip-flops and latches | 20 | 490 | 0.142 |
## flip-flops by register name, summed over array words and instances, names as in the netlist, named ones only
register and flops:
data 8, cnt1 4, ready 1, cnt2 4, serial_in 1
## metal layers
metal,GRT usage,up-vias
li1,-,1314
met1,0.229,1152
met2,0.204,50
met3,0.0131,6
met4,0.0187,0
met5,0,-
