## flow/config.mk

```make
export PLATFORM = sky130hd
export DESIGN_NAME = Wrapper_Receiver
export DESIGN_NICKNAME = Wrapper_Receiver
export VERILOG_FILES = /design/flow/design.v
export SDC_FILE = /design/flow/constraint.sdc
export NUM_CORES = 4
export LEC_CHECK = 1
export CORE_UTILIZATION = 40
```

## flow/constraint.sdc

```tcl
current_design Wrapper_Receiver

set clk_period 3.4
set clk_io_pct 0.2

create_clock -name clk0 -period $clk_period [get_ports {clk}]

set non_clock_inputs [all_inputs -no_clocks]
set_input_delay [expr $clk_period * $clk_io_pct] -clock clk0 $non_clock_inputs
set_output_delay [expr $clk_period * $clk_io_pct] -clock clk0 [all_outputs]
```

## flow/design.v

```verilog
`timescale 1ns / 1ps
module CRC_Decoder #(
    parameter INPUT_BITS = 20,
    parameter OUTPUT_BITS = INPUT_BITS - 4
    )
    (
        input clk,
        input start,
        input[INPUT_BITS-1:0] InputData,
        output reg Ready,
        output reg valid,
        output [OUTPUT_BITS-1:0] OutputData
    );
    wire[4:0] Divisor = 5'b10011;
    reg[4:0] Divident;
    reg[15:0] Counter;
    reg endOfOp;
    assign OutputData = InputData[INPUT_BITS-1:4];
    always @(posedge clk) begin
        if(!start) begin
            Counter <= 0;
            Ready <= 0;
            endOfOp <= 0;
            Divident <= 0;
            valid <= 0;
        end else begin
            valid <= 0;
            if(!Counter)
                if(!endOfOp) begin
                    if(InputData[INPUT_BITS-1])
                        Divident <= 
                            {(InputData[INPUT_BITS-2:INPUT_BITS-5] ^ Divisor[3:0]),
                                InputData[INPUT_BITS-6]};
                    else
                        Divident <= {InputData[INPUT_BITS-2:INPUT_BITS-5],
                            InputData[INPUT_BITS-6]};
                    Counter <= Counter + 1;
                end else begin
                    if(Divident == 0) begin
                        valid <= 1;
                    end
                    Ready <= 1;
                end
            else begin
                Counter <= Counter + 1;
                if(Counter == INPUT_BITS-5) begin
                    endOfOp <= 1;
                    Counter <= 0;
                    if(Divident[4])
                        Divident <= Divident ^ Divisor;
                end else begin
                    if(Divident[4])
                        Divident <= {(Divident[3:0] ^ Divisor[3:0]),
                            InputData[INPUT_BITS - 6 - Counter]};
                    else
                        Divident <= {Divident[3:0], InputData[INPUT_BITS - 6 - Counter]};
                end
            end
        end
    end
endmodule
`timescale 1ns / 1ps
module Receiver #(
    parameter PAM_LEVEL_LOG = 2,
    parameter HADAMARD = 4,
    parameter BIT_NUM = 4,
    parameter MIDLE_BITS = 6,  
    parameter OUT_BITS = PAM_LEVEL_LOG * (HADAMARD-1),
    parameter INPUT_BITS = HADAMARD * BIT_NUM
    )
    (
    input clk,
    input resetn,
    input[INPUT_BITS-1:0] input_data,
    output reg[OUT_BITS-1:0] output_data,
    output reg ready
    );
    reg[BIT_NUM-1:0] data[HADAMARD-1:0];
    reg[3:0] cnt1;
    reg[3:0] cnt2;
    reg serial_in;
    integer i;
    always @(posedge clk) begin
        if(!resetn) begin
            for(i = 0; i < HADAMARD; i = i + 1)
                data[i] <= 0;
            cnt1 <= 0;
            cnt2 <= 0;
            ready <= 0;
            serial_in <= input_data[0];
        end else if(!ready) begin
            cnt1 <= cnt1 + 1;
            if((cnt1 == (BIT_NUM-1)) && (cnt2 == (HADAMARD-1)))
                serial_in <= 1'b0;
            else
                serial_in <= input_data[cnt1 + cnt2 * BIT_NUM + 1];
            data[cnt2] <= {serial_in, data[cnt2][BIT_NUM-1:1]};
            ready <= 0;
            if(cnt1 == (BIT_NUM-1)) begin
                cnt1 <= 0;
                cnt2 <= cnt2 + 1;
                if(cnt2 == (HADAMARD-1)) begin
                    cnt2 <= 0;
                    ready <= 1;
                end
            end
        end
    end
    wire [MIDLE_BITS-1:0] offset[HADAMARD-2:0];
    genvar j;
    for(j = 0; j < (HADAMARD-1); j = j + 1) begin
        assign offset[j] = 1;
    end
    reg [MIDLE_BITS-1:0] out_vec[HADAMARD-1:1];
    integer k;
    always @(*) begin
        if(HADAMARD == 2) begin
            out_vec[1] = (data[1] - data[0]);
            out_vec[1] = ({out_vec[1][MIDLE_BITS-1], out_vec[1]} + offset[0]) >> 1;
            output_data = {out_vec[1][PAM_LEVEL_LOG-1:0]};
        end else if(HADAMARD == 4) begin
            out_vec[1] = (data[3] - data[2] + data[1] - data[0]) >> 1;
            out_vec[1] = ({out_vec[1][MIDLE_BITS-1], out_vec[1]} + offset[0]) >> 1;
            out_vec[2] = (data[3] + data[2] - data[1] - data[0]) >> 1;
            out_vec[2] = ({out_vec[2][MIDLE_BITS-1], out_vec[2]} + offset[1]) >> 1;
            out_vec[3] = (data[3] - data[2] - data[1] + data[0]) >> 1;
            out_vec[3] = ({out_vec[3][MIDLE_BITS-1], out_vec[3]} + offset[2]) >> 1;
            output_data = {
                out_vec[1][PAM_LEVEL_LOG-1:0],
                out_vec[2][PAM_LEVEL_LOG-1:0],
                out_vec[3][PAM_LEVEL_LOG-1:0]};
        end else if(HADAMARD == 8) begin
            out_vec[1] = (data[7] - data[6] + data[5] - data[4] +
                data[3] - data[2] + data[1] - data[0]);
            out_vec[1] = out_vec[1] >>> 2;
            out_vec[1] = ({out_vec[1][MIDLE_BITS-1], out_vec[1]} + offset[0]) >> 1;
            out_vec[2] = (data[7] + data[6] - data[5] - data[4] +
                data[3] + data[2] - data[1] - data[0]);
            out_vec[2] = out_vec[2] >>> 2;
            out_vec[2] = ({out_vec[2][MIDLE_BITS-1], out_vec[2]} + offset[1]) >> 1;
            out_vec[3] = (data[7] - data[6] - data[5] + data[4] +
                data[3] - data[2] - data[1] + data[0]);
            out_vec[3] = out_vec[3] >>> 2;  
            out_vec[3] = ({out_vec[3][MIDLE_BITS-1], out_vec[3]} + offset[2]) >> 1;
            out_vec[4] = (data[7] + data[6] + data[5] + data[4] -
                data[3] - data[2] - data[1] - data[0]);
            out_vec[4] = out_vec[4] >>> 2;  
            out_vec[4] = ({out_vec[4][MIDLE_BITS-1], out_vec[4]} + offset[3]) >> 1;
            out_vec[5] = (data[7] - data[6] + data[5] - data[4] -
                data[3] + data[2] - data[1] + data[0]);
            out_vec[5] = out_vec[5] >>> 2;  
            out_vec[5] = ({out_vec[5][MIDLE_BITS-1], out_vec[5]} + offset[4]) >> 1;
            out_vec[6] = (data[7] + data[6] - data[5] - data[4] -
                data[3] - data[2] + data[1] + data[0]);
            out_vec[6] = out_vec[6] >>> 2;  
            out_vec[6] = ({out_vec[6][MIDLE_BITS-1], out_vec[6]} + offset[5]) >> 1;
            out_vec[7] = (data[7] - data[6] - data[5] + data[4] -
                data[3] + data[2] + data[1] - data[0]);
            out_vec[7] = out_vec[7] >>> 2;  
            out_vec[7] = ({out_vec[7][MIDLE_BITS-1], out_vec[7]} + offset[6]) >> 1;
            output_data = {
                out_vec[1][PAM_LEVEL_LOG-1:0],
                out_vec[2][PAM_LEVEL_LOG-1:0],
                out_vec[3][PAM_LEVEL_LOG-1:0],
                out_vec[4][PAM_LEVEL_LOG-1:0],
                out_vec[5][PAM_LEVEL_LOG-1:0],
                out_vec[6][PAM_LEVEL_LOG-1:0],
                out_vec[7][PAM_LEVEL_LOG-1:0]};
        end else if(HADAMARD == 16) begin
            out_vec[1] = (
                data[15] - data[14] + data[13] - data[12] +
                data[11] - data[10] + data[9] - data[8] +
                data[7] - data[6] + data[5] - data[4] +
                data[3] - data[2] + data[1] - data[0]);
            out_vec[1] = out_vec[1] >>> 3;
            out_vec[1] = ({out_vec[1][MIDLE_BITS-1], out_vec[1]} + offset[0]) >> 1;
            out_vec[2] = (
                data[15] + data[14] - data[13] - data[12] +
                data[11] + data[10] - data[9] - data[8] +
                data[7] + data[6] - data[5] - data[4] +
                data[3] + data[2] - data[1] - data[0]);
            out_vec[2] = out_vec[2] >>> 3;
            out_vec[2] = ({out_vec[2][MIDLE_BITS-1], out_vec[2]} + offset[1]) >> 1;
            out_vec[3] = (
                data[15] - data[14] - data[13] + data[12] +
                data[11] - data[10] - data[9] + data[8] +
                data[7] - data[6] - data[5] + data[4] +
                data[3] - data[2] - data[1] + data[0]);
            out_vec[3] = out_vec[3] >>> 3;  
            out_vec[3] = ({out_vec[3][MIDLE_BITS-1], out_vec[3]} + offset[2]) >> 1;
            out_vec[4] = (
                data[15] + data[14] + data[13] + data[12] -
                data[11] - data[10] - data[9] - data[8] +
                data[7] + data[6] + data[5] + data[4] -
                data[3] - data[2] - data[1] - data[0]);
            out_vec[4] = out_vec[4] >>> 3;  
            out_vec[4] = ({out_vec[4][MIDLE_BITS-1], out_vec[4]} + offset[3]) >> 1;
            out_vec[5] = (
                data[15] - data[14] + data[13] - data[12] -
                data[11] + data[10] - data[9] + data[8] +
                data[7] - data[6] + data[5] - data[4] -
                data[3] + data[2] - data[1] + data[0]);
            out_vec[5] = out_vec[5] >>> 3;  
            out_vec[5] = ({out_vec[5][MIDLE_BITS-1], out_vec[5]} + offset[4]) >> 1;
            out_vec[6] = (
                data[15] + data[14] - data[13] - data[12] -
                data[11] - data[10] + data[9] + data[8] +
                data[7] + data[6] - data[5] - data[4] -
                data[3] - data[2] + data[1] + data[0]);
            out_vec[6] = out_vec[6] >>> 3;  
            out_vec[6] = ({out_vec[6][MIDLE_BITS-1], out_vec[6]} + offset[5]) >> 1;
            out_vec[7] = (
                data[15] - data[14] - data[13] + data[12] -
                data[11] + data[10] + data[9] - data[8] +
                data[7] - data[6] - data[5] + data[4] -
                data[3] + data[2] + data[1] - data[0]);
            out_vec[7] = out_vec[7] >>> 3;  
            out_vec[7] = ({out_vec[7][MIDLE_BITS-1], out_vec[7]} + offset[6]) >> 1;
            out_vec[8] = (
                data[15] + data[14] + data[13] + data[12] +
                data[11] + data[10] + data[9] + data[8] -
                data[7] - data[6] - data[5] - data[4] -
                data[3] - data[2] - data[1] - data[0]);
            out_vec[8] = out_vec[8] >>> 3;
            out_vec[8] = ({out_vec[8][MIDLE_BITS-1], out_vec[8]} + offset[7]) >> 1;
            out_vec[9] = (
                data[15] - data[14] + data[13] - data[12] +
                data[11] - data[10] + data[9] - data[8] -
                data[7] + data[6] - data[5] + data[4] -
                data[3] + data[2] - data[1] + data[0]);
            out_vec[9] = out_vec[9] >>> 3;
            out_vec[9] = ({out_vec[9][MIDLE_BITS-1], out_vec[9]} + offset[8]) >> 1;
            out_vec[10] = (
                data[15] + data[14] - data[13] - data[12] +
                data[11] + data[10] - data[9] - data[8] -
                data[7] - data[6] + data[5] + data[4] -
                data[3] - data[2] + data[1] + data[0]);
            out_vec[10] = out_vec[10] >>> 3;  
            out_vec[10] = ({out_vec[10][MIDLE_BITS-1], out_vec[10]} + offset[9]) >> 1;
            out_vec[11] = (
                data[15] - data[14] - data[13] + data[12] +
                data[11] - data[10] - data[9] + data[8] -
                data[7] + data[6] + data[5] - data[4] -
                data[3] + data[2] + data[1] - data[0]);
            out_vec[11] = out_vec[11] >>> 3;  
            out_vec[11] = ({out_vec[11][MIDLE_BITS-1], out_vec[11]} + offset[10]) >> 1;
            out_vec[12] = (
                data[15] + data[14] + data[13] + data[12] -
                data[11] - data[10] - data[9] - data[8] -
                data[7] - data[6] - data[5] - data[4] +
                data[3] + data[2] + data[1] + data[0]);
            out_vec[12] = out_vec[12] >>> 3;  
            out_vec[12] = ({out_vec[12][MIDLE_BITS-1], out_vec[12]} + offset[11]) >> 1;
            out_vec[13] = (
                data[15] - data[14] + data[13] - data[12] -
                data[11] + data[10] - data[9] + data[8] -
                data[7] + data[6] - data[5] + data[4] +
                data[3] - data[2] + data[1] - data[0]);
            out_vec[13] = out_vec[13] >>> 3;  
            out_vec[13] = ({out_vec[13][MIDLE_BITS-1], out_vec[13]} + offset[12]) >> 1;
            out_vec[14] = (
                data[15] + data[14] - data[13] - data[12] -
                data[11] - data[10] + data[9] + data[8] -
                data[7] - data[6] + data[5] + data[4] +
                data[3] + data[2] - data[1] - data[0]);
            out_vec[14] = out_vec[14] >>> 3;  
            out_vec[14] = ({out_vec[14][MIDLE_BITS-1], out_vec[14]} + offset[13]) >> 1;
            out_vec[15] = (
                data[15] - data[14] - data[13] + data[12] -
                data[11] + data[10] + data[9] - data[8] -
                data[7] + data[6] + data[5] - data[4] +
                data[3] - data[2] - data[1] + data[0]);
            out_vec[15] = out_vec[15] >>> 3;  
            out_vec[15] = ({out_vec[15][MIDLE_BITS-1], out_vec[15]} + offset[14]) >> 1;
            output_data = {
                out_vec[1][PAM_LEVEL_LOG-1:0],
                out_vec[2][PAM_LEVEL_LOG-1:0],
                out_vec[3][PAM_LEVEL_LOG-1:0],
                out_vec[4][PAM_LEVEL_LOG-1:0],
                out_vec[5][PAM_LEVEL_LOG-1:0],
                out_vec[6][PAM_LEVEL_LOG-1:0],
                out_vec[7][PAM_LEVEL_LOG-1:0],
                out_vec[8][PAM_LEVEL_LOG-1:0],
                out_vec[9][PAM_LEVEL_LOG-1:0],
                out_vec[10][PAM_LEVEL_LOG-1:0],
                out_vec[11][PAM_LEVEL_LOG-1:0],
                out_vec[12][PAM_LEVEL_LOG-1:0],
                out_vec[13][PAM_LEVEL_LOG-1:0],
                out_vec[14][PAM_LEVEL_LOG-1:0],
                out_vec[15][PAM_LEVEL_LOG-1:0]};
        end
    end
endmodule
`timescale 1ns / 1ps
module Wrapper_Receiver #(
    parameter PAM_LEVEL_LOG = 2,
    parameter HADAMARD = 4,
    parameter BIT_NUM = 4,
    parameter MIDLE_BITS = 6,  
    parameter OUT_BITS = PAM_LEVEL_LOG * (HADAMARD-1),
    parameter INPUT_BITS = HADAMARD * BIT_NUM + 4,
    parameter CRC_OUTPUT_BITS = INPUT_BITS - 4
    )
    (
    input clk,
    input resetn,
    input[INPUT_BITS-1:0] input_data,
    output wire[OUT_BITS-1:0] output_data,
    output wire ready
    );
    wire crc_valid;
    wire[CRC_OUTPUT_BITS-1:0] crc_output;
    CRC_Decoder decoder(
        .clk(clk),
        .start(resetn),
        .InputData(input_data),
        .Ready(),
        .valid(crc_valid),
        .OutputData(crc_output)
    );
    defparam decoder.INPUT_BITS = INPUT_BITS;
    Receiver receiver(
        .clk(clk),
        .resetn(crc_valid),
        .input_data(crc_output),
        .output_data(output_data),
        .ready(ready)
    );
    defparam receiver.HADAMARD = HADAMARD;
    defparam receiver.PAM_LEVEL_LOG = PAM_LEVEL_LOG;
    defparam receiver.BIT_NUM = BIT_NUM;
    defparam receiver.MIDLE_BITS = MIDLE_BITS;
endmodule
```

## flow/run.sh

```bash
#!/bin/bash
# OpenROAD 26Q1-2900-gdf79404cd8, Yosys 0.63+post, stock flow scripts
make -C /OpenROAD-flow-scripts/flow DESIGN_CONFIG=/design/flow/config.mk WORK_HOME=/design/flow/orfs finish
```

==> metrics.yaml <==
status: "finished with violations"
yosys-stat-cells: 377
synth-main-ff-cell: "dfxtp_1"
mux_share_pct: 9.56
routedWlPerCell_um: 13.0
reg2regPathDepth: 8
setup_violations: 6
intPower_mw: 0.928
port_buffers: 28
die_w_um: 98.6
num_rows: 34
power.leakage_nw: 1.74
final_cells: 535
whs_ns: 0.457
ys_sh_simple_pct: 20.0
violations: "setup timing"
syn_inst: 377
yosys-top-cells-count: "34 x dfxtp_1, 31 x xnor2_1, 27 x nand2_1, 27 x nor2_1, 25 x inv_1"
arrival_ns: 3.35
max_freq_mhz: 248
synthArstFlopShare_pct: 0
first_iter_violations: 80
overflow: 0
area_delta_synth_final_pct: 20.5
synth_xor_xnor_area_share_pct: 10.1
core_um2: 8890
cts_tree: "yes"
ant_nets: 0
rsz0062_at_grt: "true"
hold_viol: 0
critical_path_class: "reg2out"
gp_congestion: 0.858
pwr-share-seq_pct: 54.3
clkTransAtPathRegs_ns: 0.09
core_util_floorplan_pct: 42.0
drive_above_1_share_pct: 19.2
clkSinkCount: 51
slew_viol_final: 0
min_period_ns: 4.03
die_h_um: 98.6
switchingPower_mw: 0.273
combinationalPowerShare_pct: 10.7
synthTopLogicFamily: "simple AND/OR/NAND/NOR gates"
worst_slack_ns: -0.631
drc: 0
maxCapViolCount: 0
p_clk_share_pct: 35.0
synth_top_area_share_pct: 18.2
design_area_um2: 4500
finalClockPeriodUsage_pct: 119
total_power_mw: 1.20
r2r-start: "decoder.Counter[0]$_SDFFE_PN0P_"
fin_tns_setup_ns: -2.39
required_ns: 2.72
ios: 29
netSwitchingFraction_pct: 22.8
worst_pin_slew_ns: 0.617
firstDrtPassIters: 4
routed-via-count: 2756
ff2ff_setup_slack_ns: 0.98
edf_count: 17
yosysTopAreaCell: "dfxtp_1"
max-vdd-ir-drop_mv: 0.186
grt_pass1_vias: 2757
post_dp_cell_area_um2: 4230
grt_max_degree: 20
yosys.area_share.aoi_pct: 8.15
clk_latency_ns: 0.30
ys_seq_share_pct: 31.9
yosysWarnings: 3
synth_chip_area_um2: 3730
wl_um: 6960
relSlewSlack_pct: 58.8
cts_max_path_buffers: 2
drt-vias-per-instance: 5.15
worst_setup_path_start_kind: "register"
end_kind: "output pin"
cp_max_fo: 2
cts-root-buf: "clkbuf_8"
place_inst: 520
die_area_um2: 9720
netlist_area_um2: 3730
startpoint: "receiver.data[2][0]$_SDFFCE_PN0P_"
syn_area_per_cell_um2: 9.90
post-synth-top-count-cell: "dfxtp_1"
power_density_nw_per_um2: 267
synthAdderAreaFrac_pct: 15.6
synth_flops: 51
grt_pass1_wl_um: 12600
clock_skew_ns: 0.00663
warning_count: 34
cts_buffers: 5
place_hpwl_um: 5410
worstSetupEndpoint: "output_data[1]"
synth.area.top_cells: "dfxtp_1 18%, edfxtp_1 14%, ha_1 8.0%"
synth.distinct_cells: 49
diodes: 0
h-tree-depth: 2
r2r_end: "decoder.Divident[0]$_SDFFE_PN0P_"
gr-usage-all-layers_pct: 16.4
min_path_type: "reg2reg"
antenna_found_initial: 0
per-stage QoR:
| stage | utilization, % | worst slack, ns |
|---|---|---|
| 5_1_grt | 50.6 | -0.807 |
| 4_1_cts | 50.4 | -0.692 |
| 2_1_floorplan | - | -0.185 |
| 3_3_place_gp | 47.6 | -0.693 |
| 6_report | 50.6 | -0.631 |
| 3_5_place_dp | 47.6 | -0.721 |
state kept, by name (all words and copies together), names as in the netlist, named ones only:
register            count
decoder.Counter        16
decoder.Divident        5
decoder.endOfOp         1
decoder.valid           1
receiver.cnt1           4
receiver.cnt2           4
receiver.data          16
receiver.ready          1
receiver.serial_in      1
worst min-delay path by stage:
| stage | startpoint | slack [ns] | cells after the start | endpoint |
|---|---|---|---|---|
| CTS | decoder.Divident[2]$_SDFFE_PN0P_ | 0.46 | 1 | decoder.valid$_SDFF_PN0_ |
| global route | decoder.Divident[2]$_SDFFE_PN0P_ | 0.47 | 1 | decoder.valid$_SDFF_PN0_ |
| finish | decoder.Divident[2]$_SDFFE_PN0P_ | 0.46 | 1 | decoder.valid$_SDFF_PN0_ |
cell families (layout without fill, tap and decap cells):
family / Yosys count / after routing
mux: 20 / 20
fa+ha+maj: 38 / 38
xor+xnor: 43 / 43
buf+inv: 41 / 91
simple gates: 135 / 135
flops: 51 / 51
compound gates: 49 / 49
cell usage in the layout, fill, tap and decap left out, types with 8 or more instances in the layout:
master / instances
dfxtp_1: 34
xnor2_1: 27
nand2_1: 27
nor2_1: 26
buf_4: 25
inv_1: 22
clkdlybuf4s50_1: 22
and2_1: 19
ha_1: 19
edfxtp_1: 17
a21oi_1: 13
nand3_1: 10
xor2_1: 9
and3_1: 9
fa_1: 9
nor2b_1: 8
power by group through the flow:
stage     Combinational, mW  Clock, mW  Sequential (mW)
4_1_cts               0.130      0.436            0.652
5_1_grt               0.144      0.459            0.655
6_report              0.128      0.420            0.653
what timing repair did:
item | CTS | global route
endpoints found under the setup margin | 6 | 6
buffers inserted | 6 | 1
pin swaps | 24 | 13
hold buffers | 0 | 0
resized | 41 | 1
cell type report:
class	count	area, um^2
tap	108	135
inverter	28	105
clock buffer	5	68.8
clock inverter	3	43.8
fill	784	4390
multi-input combinational	285	2490
timing repair buffer	55	460
sequential	51	1190
worst max-delay path, cell delays in order (launching register included):
cell      delay, ns
edfxtp_1       0.41
ha_2           0.19
inv_2          0.06
fa_2           0.45
fa_2           0.57
buf_6          0.10
inv_2          0.03
fa_2           0.52
inv_2          0.04
ha_4           0.15
xnor2_2        0.13
xnor2_1        0.18
xnor2_1        0.13
buf_2          0.10
metal layers:
layer	GRT usage, %	up-vias	part of all wire [%]
met3	2.38	4	3.6
met5	0	-	0
li1	-	1407	-
met1	25.9	1295	51
met2	26.3	50	45
met4	1.15	0	0.69
Power figures rest on the tool's default switching activity, not on a simulated workload.
